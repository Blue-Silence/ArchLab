==> flow/run.sh <==
#!/bin/bash
# OpenROAD 26Q1-2900-gdf79404cd8, Yosys 0.63+post, stock flow scripts
make -C /OpenROAD-flow-scripts/flow DESIGN_CONFIG=/design/flow/config.mk WORK_HOME=/design/flow/orfs finish
==> flow/config.mk <==
export PLATFORM = sky130hd
export DESIGN_NAME = Decoder
export DESIGN_NICKNAME = Decoder
export VERILOG_FILES = /design/flow/design.v
export SDC_FILE = /design/flow/constraint.sdc
export NUM_CORES = 4
export LEC_CHECK = 1
export CORE_AREA = 10 10 70 70
export DIE_AREA = 0 0 80 80
==> flow/constraint.sdc <==
current_design Decoder

set clk_period 1.2
set clk_io_pct 0.2

create_clock -name clk0 -period $clk_period

set non_clock_inputs [all_inputs -no_clocks]
set_input_delay [expr $clk_period * $clk_io_pct] -clock clk0 $non_clock_inputs
set_output_delay [expr $clk_period * $clk_io_pct] -clock clk0 [all_outputs]
==> flow/design.v <==
`timescale 1ns / 1ps
module Decoder(input [3:0] i , output [6:0] o);
    assign o = (i==0) ? 7'b1000000 :
               (i==1) ? 7'b1111001 : 
               (i==2) ? 7'b0100100 :
               (i==3) ? 7'b0110000 :
               (i==4) ? 7'b0011001 :
               (i==5) ? 7'b0010010 :
               (i==6) ? 7'b0000010 :
               (i==7) ? 7'b1111000 :
               (i==8) ? 7'b0000000 :
               (i==9) ? 7'b0010000 :
               (i==10) ? 7'b0001000 :
               (i==11) ? 7'b0000011 :
               (i==12) ? 7'b1000110 :
               (i==13) ? 7'b0100001 :
               (i==14) ? 7'b0000110 :
               (i==15) ? 7'b0001110 :
               7'bx ;
endmodule
==> commit_impl_results.txt <==
Update PnR metrics after Yosys + OpenROAD run

- For reference, the critical path is launched at i[3].
- The most common logic cells in the final layout are sky130_fd_sc_hd__buf_2, sky130_fd_sc_hd__buf_4, sky130_fd_sc_hd__buf_6, sky130_fd_sc_hd__nand2_1.
* Number of antenna violations at the first check in global routing: 0
- Largest stage delay on the critical path: 0.22 ns
- Before any placement, the netlist area is recorded as 218 um^2.
- Fill cell instance count of the final layout: 390
- For this design the top-level I/O count stands at 11.
- The flow ran to the end, but the final reports show violations.
* Placed wire-length estimate after detailed placement: 690 um
- The wire length recorded after detailed routing is approximately 900 um.
* Core area: 3420 um^2
- The final layout contains a sequential cell count of 0.
- Average size of a mapped cell: 6.40 um^2
* Hold_sp: i[2]
- Power density over cell area: 330 nW/um^2
- Cell count listed in synth_stat.txt: 34
* Diode insertion count for antenna repair: 0
* Worst hold path type: in -> out
- For the worst setup path, the data required time is 0.96 ns.
- The floorplan has 21 rows.
- The number of placed instances, taps included, is 95.
* Proportion of layout cells with a drive suffix above 1: 0.685
* Sequential cell area fraction in the yosys report: 0
- Worst hold stages: 4
- Timing would allow up to 0.795 GHz.
- Violated checks: negative setup slack
- The number of maximum-capacitance violations recorded for the run is 0.
- The die is 80 um wide.
- Number of global-route vias before repair: 287
- TritonRoute reported its final design rule violation total as 0.
- The vertical die dimension reported for this design is about 80 um.
- Final hold violation count: 0
- In the Yosys stats the netlist draws on 20 distinct library cells.
- The cell count after synthesis came out at 34.
- The timing report attributes the biggest portion of critical-path delay to buffers and inverters.
- Once detail routing completed, the nets flagged for antenna violations numbered 0.
- LEAKAGE: 0.227 nW
* Total congestion overflow after global routing: 0
- Max Transition Viols Final: 0
- Wire length of the first global-routing pass: 1410 um
* Port Buffers: 11
- Among all stages on the critical path, the largest delay is contributed by sky130_fd_sc_hd__o32ai_2.
* Maximum number of pins on one net before global-route repair: 10
* Final core area utilization: 0.144
- The synthesis log from Yosys contains 0 warnings.
- Kind of end point of the critical path: primary output
- The pre-CTS setup check shows a worst slack of -0.902 ns.
- Via density per instance: ~3
- Per the post-run analysis, buffers plus inverters along the critical path come to 4.
* Kind of start point of the critical path: input pin
- The sequential cells in the finished layout cover a total of 0 um^2.
- The chip occupies 6400 um^2.
- The report puts the hold buffer count at CTS at 0.
- For this sky-water flow run, the detailed-routed wirelength per cell is reported as 8.98 um.
* Setup violators final: 2
- The layout has 0 clock buffers.
- The initial utilization of the core area, before any placement, comes to 0.0637.
- Subtracting the final worst setup slack from the clock period gives roughly 1.3 ns.
* Setup repair after global routing missed its margin: true
- Maximum VDD drop: 0.0000485 V
- Dividing the final minimum period by the clock period gives 1.05.
- The critical path maximum fanout is 7.
- The report lists the cells along the critical path as buf_8, buf_8, buf_6, o32ai_2, a31o_1, buf_2.
* Relative area change from synthesis to final layout: 126%
- Yosys stat chip area: 218 um^2
- Number of DRC markers after the initial detailed-route iteration: 26
* Worst slew slack as a fraction of its limit: 0.879
- The final route contains 301 vias.
- At the worst endpoint, the arrival time is 1.02 ns.
- Looking at the max-slew report, the worst-margin pin has a slew of between 0.15 and 0.2 ns.
- For this run, the total global-route usage over all layers was measured as 0.0266.
- The critical path is of the in -> out type.
- Total power of the final layout: between 0.15 and 0.2 mW
- In the log, the iteration count for the first detailed-route pass is 2.
- Once routing completed, OpenROAD measured the worst setup slack at -0.0586 ns.
- The critical path ends at o[0].
- Stage-log warning count: 34
* Instance count on the critical path: 6
- After the flow finishes, the layout carries non-filler instances totaling 100.
- In this design, the critical path's most frequently occurring cell is sky130_fd_sc_hd__buf_8.
- Routability-driven placement finished with a final weighted congestion of 0.690.
## metrics by stage
stage               setup TNS [ns]  hold WS [ns]  instance area, um^2
floorplan                        0         0.603                  218
detailed placement           -5.98          1.60                  407
finish                     -0.0906         0.830                  493
CTS                         -0.118         0.835                  472
global placement             -5.90          1.60                  407
global route                -0.202         0.848                  493
## cells in the mapped netlist
cell type	count	share of area
sky130_fd_sc_hd__nand2_1	5	0.086
sky130_fd_sc_hd__buf_6	3	0.16
sky130_fd_sc_hd__nand2b_1	3	0.086
sky130_fd_sc_hd__nor2_1	3	0.052
sky130_fd_sc_hd__nand3_1	2	0.046
sky130_fd_sc_hd__nor2b_2	2	0.080
sky130_fd_sc_hd__o21ai_1	2	0.046
sky130_fd_sc_hd__o22ai_1	2	0.057
sky130_fd_sc_hd__a21o_1	1	0.034
sky130_fd_sc_hd__a21oi_1	1	0.023
sky130_fd_sc_hd__a221o_1	1	0.046
sky130_fd_sc_hd__a31o_1	1	0.040
sky130_fd_sc_hd__a31oi_1	1	0.029
sky130_fd_sc_hd__and3b_2	1	0.046
sky130_fd_sc_hd__buf_2	1	0.023
sky130_fd_sc_hd__inv_1	1	0.017
sky130_fd_sc_hd__nor2b_1	1	0.029
sky130_fd_sc_hd__nor3_1	1	0.023
sky130_fd_sc_hd__o32ai_1	1	0.040
sky130_fd_sc_hd__xnor2_1	1	0.040
## report_power, final
part	leakage, nW	internal (mW)	switching, mW	total [mW]
Sequential	0	0	0	0
Clock	0	0	0	0
Combinational	0.227	0.0970	0.0658	0.163
Total	0.227	0.0970	0.0658	0.163
## layer usage
metal | routed length, um | vias to the layer above | track usage
li1 | - | 162 | -
met1 | 469 | 130 | 0.0396
met2 | 363 | 9 | 0.0385
met3 | 65 | 0 | 0.00795
met4 | 0 | 0 | 0
met5 | 0 | - | 0
## repair_timing
action,in CTS,in global routing
hold endpoints to repair,0,0
setup buffers,5,0
endpoints found under the setup margin,7,3
gates resized,58,6
pin swaps,7,1
## worst min-delay path by stage
stage,to
4_1_cts,o[5]
5_1_grt,o[5]
6_report,o[5]
## cells by family (layout without fill, tap and decap cells)
kind of cell / Yosys count / after routing / synth area share
xor gates and xnor gates: 1 / 1 / 0.0402
AOI/OAI and AO/OA: 10 / 10 / 0.316
buffers and inverters: 5 / 25 / 0.195
and+or+nand+nor: 18 / 18 / 0.448
## cell type report
type	instances	area [um^2]	share of cell area
well taps	46	57.6	0.117
repair buffers	24	201	0.409
multi-input cells	29	230	0.467
inverters	1	3.75	0.00761
## tightest hold or removal path: cells and delay by family
family,cells,cell delay (ns)
AND/OR/NAND/NOR,1,0.07
buffers and inverters,2,0.23
AND-OR/OR-AND,1,0.05
No activity file was given, so power comes from the tool's default toggle rates.
