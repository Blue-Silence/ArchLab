==> run.sh <==
#!/bin/bash
# OpenROAD 26Q1-2900-gdf79404cd8, Yosys 0.63+post, stock flow scripts
make -C /OpenROAD-flow-scripts/flow DESIGN_CONFIG=/design/flow/config.mk WORK_HOME=/design/flow/orfs finish
==> config.mk <==
export PLATFORM = sky130hd
export DESIGN_NAME = bad_ALU
export DESIGN_NICKNAME = bad_ALU
export VERILOG_FILES = /design/flow/design.v
export SDC_FILE = /design/flow/constraint.sdc
export NUM_CORES = 4
export LEC_CHECK = 1
export CORE_UTILIZATION = 30
==> constraint.sdc <==
current_design bad_ALU

set clk_period 23.7
set clk_io_pct 0.2

create_clock -name clk0 -period $clk_period

set non_clock_inputs [all_inputs -no_clocks]
set_input_delay [expr $clk_period * $clk_io_pct] -clock clk0 $non_clock_inputs
set_output_delay [expr $clk_period * $clk_io_pct] -clock clk0 [all_outputs]
==> design.v <==
`timescale 1ns / 1ps
module bad_ALU(input [31:0] a,
               input [31:0] b,
               input [3:0] aluop,
               output [31:0] result,
               output zero);
reg [31:0] slt;
reg [31:0] logicsel;
reg [31:0] alu_val;  
reg [31:0] diff;
wire ss0;  wire ss1; wire ss2; wire ss3;
assign {ss3,ss2,ss1,ss0} = aluop;  
always @ (*)
begin
  if (ss1 == 0)
    if (ss0 == 0)
        logicsel = a & b;
    else
        logicsel = a | b;
  else
        if (ss0 == 1)
            logicsel = ~(a | b);
        else
            logicsel = a ^ b;
    end
always @ (aluop, a, b)
    if (aluop == 4'b1010)
    begin
        diff = a - b;			 
        slt = 0;				 
        if (diff[31] == 1)
            slt = 1;			 
    end
always @ (*)
begin
    case (aluop)
        4'b0000 : alu_val = a + b;
        4'b0010 : alu_val = a - b;
        4'b1010 : alu_val = slt;
        default : alu_val = logicsel;
    endcase
end
assign result = alu_val;
assign zero   = (alu_val == 32'b0) ? 1 : 0;
endmodule
==> out/results.ini <==
[setup_path]
critical_path.top_delay_family=buffers and inverters
worstPathRequired_ns=18.96
slowest_delay_ns=0.66
cpMostUsedCell=buf_4
critPathSlowestCell=buf_4
crit_fanout=57
path_class=in -> out
cp-start-kind=input pin
crit_buf_inv=4
worstPathCellList=buf_4 > buf_4 > buf_4 > nor2b_1 > a211oi_1 > a211oi_1 > a41o_1 > a311o_1 > or4_1 > a2111o_1 > nor4_2 > nand4b_1 > or4_1 > nor4_2 > clkdlybuf4s50_1
critPathCaptureType=primary output
cp_num_cells=15
arrival_ns=9.84

[layout]
fin_area_um2=6830
layout-drive-gt1-share=0.0286
area_growth_pct=19.2
largest_register_ffs=1
nFillCells=1968

[global_route]
grt_max_degree=58
overflow=0
antenna_found_initial=0
grtUsageTotal=0.196
grt_pass1_wl_mm=31.1
grt_pass1_vias=5912

[synthesis]
yosys_cells=858
yosys_area_um2=5730
synth_warnings=1
synth_cell_type_count=76
synth_top_flop_cell=dlxtn_1
syn_area_um2=5730
ys.flops=1
postSynthAreaPerCell_um2=6.68
edf_count=0
async_flop_share=0
synth_cells=858

[power]
power_density_nw_per_um2=24.8
p_total_mw=0.169
p_leak_nw=3.02
peakVddDrop_mv=0.00976

[detailed_routing]
routed_wl_mm=19.2
drt_iter0_markers=529
drt-wirelength-per-cell_um=16.8
drc=0
final_antenna_net_count=0
vias=6269
dr.pass1.iters=5
insertedDiodeCount=0
vias_per_cell=5.48

[timing]
rsz0062_at_grt=no
slew_headroom=0.504
period_minus_slack_ns=14.58
setup_violations=0
worst_pin_slew_ns=0.734
untimed_endpoints=1
unclocked_regs=1
hold_viol=0
finalMaxSlewViolations=0
max_freq_mhz=68.6
fin_crit_sh=0.615
setup_tns_ns=0
setup_ws_ns=9.12

[place]
place_area_um2=6830
port_buffers=101
place.detailed.hpwl_mm=15.2
routabilityCongestion=0.942
post-place-ws_ns=9.12

[min_path]
whs_endpoint=result[0]
hp-start=aluop[1]
whs_path_depth=5
hp-class=in -> out

[status]
status=finished, final reports clean

[run]
max_cap_viol_count=0
tool_warnings=99

[floorplanning]
rows=50
initCoreUtil=0.306
die_y_um=140
core_area_um2=18700
die_w_um=140
die_area_um2=19700
pin_count=101

[clocking]
cts_resized=0
post_cts_buffers=0
hold_buffers=0

metrics by stage:
| stage | util | hold WS, ns | cells |
|---|---|---|---|
| final | 0.365 | 10.43 | 1144 |
| after global routing | 0.365 | 10.48 | 1144 |
| after CTS | 0.365 | 10.43 | 1144 |
| after detailed placement | 0.365 | 10.43 | 1144 |
| after global placement | 0.365 | 10.42 | 1144 |
| after floorplan | - | 9.58 | 858 |
Yosys cell counts (7+ instances only):
| cell | number | area [um^2] |
|---|---|---|
| nand4_1 | 9 | 56.3 |
| o211ai_1 | 14 | 105 |
| o21a_1 | 7 | 52.6 |
| nand3_1 | 8 | 40.0 |
| xor2_1 | 7 | 61.3 |
| nor4_1 | 7 | 43.8 |
| o21ai_0 | 37 | 185 |
| nor3_1 | 15 | 75.1 |
| a21oi_1 | 70 | 350 |
| nor2b_1 | 16 | 100 |
| nand2_1 | 65 | 244 |
| buf_2 | 20 | 100 |
| ha_1 | 99 | 1240 |
| a211oi_1 | 18 | 135 |
| o22ai_1 | 17 | 106 |
| mux2i_1 | 30 | 300 |
| nor2_1 | 83 | 312 |
| a21o_1 | 14 | 105 |
| clkbuf_1 | 28 | 105 |
| a31oi_1 | 8 | 50.1 |
| inv_1 | 98 | 368 |
| o31ai_1 | 11 | 82.6 |
| xnor2_1 | 46 | 403 |
| o21bai_1 | 7 | 52.6 |
where the power goes:
part           switching (mW)  internal, mW  leakage [nW]  total [mW]
Clock                       0             0             0           0
Combinational          0.0939        0.0748          3.01       0.169
Sequential          0.0000786      0.000467       0.00814    0.000546
Total                  0.0940        0.0753          3.02       0.169
cells by family after synthesis:
family,count (synthesis),share of synthesized area
xor gates and xnor gates,53,0.0810
AOI/OAI and AO/OA,275,0.330
buffers and inverters,159,0.112
latches,1,0.00262
muxes,31,0.0543
and+or+nand+nor,238,0.197
adders and majority gates,101,0.223
worst max-delay path by stage:
stage,from,end,slack [ns]
after CTS,aluop[1],zero,9.11
after global routing,aluop[1],zero,8.80
final,aluop[1],zero,9.12
per-layer routing:
layer,vias up,part of all wire,GRT usage
li1,3157,-,-
met1,2861,0.48,0.291
met5,-,0,0
met3,24,0.065,0.0185
met4,0,0.018,0.0318
met2,227,0.44,0.313
layout by cell type (no fill, tap or decap), types with 7 or more instances in the layout:
| cell type | synthesis | final |
|---|---|---|
| nor2b_1 | 16 | 16 |
| o211ai_1 | 14 | 14 |
| inv_1 | 98 | 98 |
| nand3_1 | 8 | 8 |
| o21a_1 | 7 | 7 |
| nor2_1 | 83 | 83 |
| clkdlybuf4s50_1 | 0 | 99 |
| o21bai_1 | 7 | 7 |
| nand4_1 | 9 | 9 |
| o21ai_0 | 37 | 37 |
| ha_1 | 99 | 99 |
| a31oi_1 | 8 | 8 |
| a211oi_1 | 18 | 18 |
| a21o_1 | 14 | 14 |
| nor3_1 | 15 | 14 |
| o22ai_1 | 17 | 17 |
| buf_4 | 2 | 9 |
| xor2_1 | 7 | 7 |
| mux2i_1 | 30 | 30 |
| nor4_1 | 7 | 7 |
| nand2_1 | 65 | 65 |
| xnor2_1 | 46 | 46 |
| o31ai_1 | 11 | 11 |
| a21oi_1 | 70 | 70 |
worst min-delay path: stages:
cell	delay, ns
buf_4	0.23
xnor2_1	0.17
nand2_1	0.06
o31ai_1	0.08
clkdlybuf4s50_1	0.40
cell type report:
| cell class | count | area, um^2 | area share |
|---|---|---|---|
| multi-input combinational | 698 | 5080 | 0.743 |
| timing repair buffer | 109 | 1060 | 0.156 |
| inverter | 102 | 383 | 0.0560 |
| tap | 234 | 293 | 0.0428 |
| sequential | 1 | 15.0 | 0.00220 |
Power and IR drop assume default switching activity.
