**flow/config.mk**
```make
export PLATFORM = sky130hd
export DESIGN_NAME = ALU
export DESIGN_NICKNAME = ALU
export VERILOG_FILES = /design/flow/design.v
export SDC_FILE = /design/flow/constraint.sdc
export NUM_CORES = 4
export LEC_CHECK = 1
export CORE_UTILIZATION = 50
```
**flow/constraint.sdc**
```tcl
current_design ALU

set clk_period 16.1
set clk_io_pct 0.2

create_clock -name clk0 -period $clk_period

set non_clock_inputs [all_inputs -no_clocks]
set_input_delay [expr $clk_period * $clk_io_pct] -clock clk0 $non_clock_inputs
set_output_delay [expr $clk_period * $clk_io_pct] -clock clk0 [all_outputs]
```
**flow/design.v**
```verilog
`timescale 1ns / 1ps
module ALU( input [3:0] AluOp
            ,input [31:0] A
            ,input [31:0] B
            ,output [31:0] Result
            ,output Zero
          );
    wire [31:0] arithmeticO, logicO;
    aP a ({AluOp[3],AluOp[1]}, A, B, arithmeticO);
    lP l (AluOp[1:0], A, B, logicO);
    assign Result = (AluOp[2]) ? logicO : arithmeticO;
    assign Zero = (Result == 0) ? 1 : 0;
endmodule
module aP(  input [1:0] Op
            ,input [31:0] A
            ,input [31:0] B
            ,output [31:0] Result
          );
    wire [31:0] re2;
    wire [31:0] b2;
    assign b2 = (Op[0]) ? ((~B) +1) : B;
    assign re2 = A + b2;
    assign Result = (Op[1]) ? {31'b0,re2[31]} : re2;
endmodule
module lP(  input [1:0] Op
            ,input [31:0] A
            ,input [31:0] B
            ,output [31:0] Result
          );
    wire [31:0] rA, rO, rX, rN;
    assign rA = A & B;
    assign rO = A | B;
    assign rX = A ^ B;
    assign rN = ~rO;
    assign Result = (Op == 2'b00) ? rA :
                    (Op == 2'b01) ? rO :
                    (Op == 2'b10) ? rX :
                    (Op == 2'b11) ? rN :
                    32'bx;
endmodule
```
**flow/run.sh**
```bash
#!/bin/bash
# OpenROAD 26Q1-2900-gdf79404cd8, Yosys 0.63+post, stock flow scripts
make -C /OpenROAD-flow-scripts/flow DESIGN_CONFIG=/design/flow/config.mk WORK_HOME=/design/flow/orfs finish
```
==> flow_summary.json <==
{
  "gp_congestion": 0.9597,
  "end_kind": "output port",
  "drtIter0Drc": 145,
  "dp_hpwl_mm": 12.46,
  "final_hold_viol_count": 0,
  "startpoint_type": "input pin",
  "maxSlewViolCount": 0,
  "ys_seq_share_pct": 0,
  "cts_resized": 0,
  "wl_per_cell_um": 15.87,
  "nFillCells": 864,
  "flop_area_um2": 0,
  "top_area_cell": "ha_1",
  "coreArea_um2": 9864,
  "adder_share_pct": 25.49,
  "synth.distinct_cells": 63,
  "area_growth_pct": 21.00,
  "antenna_found_initial": 0,
  "post_cts_buffers": 0,
  "startpoint": "B[4]",
  "ios": 101,
  "warning_count": 73,
  "most_common_cell": "ha_1",
  "num_rows": 36,
  "viasPerCell": 5.719,
  "rsz0062_at_grt": "false",
  "dieArea_um2": 10680,
  "ys_sh_simple_pct": 19.40,
  "status": "finished clean",
  "cp_cell_sequence": "clkdlybuf4s50_1 > or4_4 > nand2b_1 > or4_1 > o41ai_1 > xnor2_1 > ha_1 > a21oi_1 > o21a_1 > nor2_1 > o311ai_0 > o211ai_1 > a2111o_1 > nor4_1 > and4bb_1 > and4bb_1 > nor4b_4 > clkdlybuf4s50_1",
  "final_cell_area_um2": 6213,
  "drive_gt1_share_pct": 2.445,
  "grt_util_all_layers_pct": 28.78,
  "hold_buffers": 0,
  "cp_max_fo": 7,
  "fp.dieW_um": 103.3,
  "setup_tns_ns": 0,
  "clockBufferCount": 0,
  "top_layer": "met4",
  "syn_area_um2": 5135,
  "powerDensity_nw_per_um2": 38.83,
  "initCoreUtil_pct": 52.05,
  "finalCritPeriodShare_pct": 73.43,
  "path_class": "in -> out",
  "grt_pass1_wl_mm": 23.85,
  "crit_slowest_cell": "or4_4",
  "final_util_pct": 62.99,
  "flops": 0,
  "antenna_cells_inserted": 0,
  "numPortBuffers": 101,
  "grt_overflow": 0,
  "area_leaders": "ha_1, mux2i_1, inv_1, xnor2_1, o21ai_0",
  "grt_max_degree": 53,
  "syn_inst": 745,
  "ys_area_um2": 5135,
  "p_leak_nw": 2.834,
  "vdd_drop_max_mv": 0.01856,
  "max_stage_delay_ns": 0.62,
  "wl_met1_mm": 7.057,
  "crit_required_ns": 12.88,
  "synth-xor-area-share_pct": 8.869,
  "min_period_ns": 11.82,
  "ys_cells": 745,
  "synthMuxAreaShare_pct": 9.016,
  "netlist.area_leader.share_pct": 25.10,
  "wl_met3_um": 680,
  "drv_cap": 0,
  "fmax_ghz": 0.08458,
  "drc": 0,
  "hold_start": "AluOp[1]",
  "worst_pin_slew_ns": 0.7108,
  "fp.dieH_um": 103.3,
  "relSlewSlack_pct": 52.61,
  "yosysWarnings": 0,
  "finalPower_w": 0.0002413,
  "synthTopCellsByCount": "ha_1, inv_1, nand2_1",
  "route.vias.total": 5439,
  "synth-compound-area-share_pct": 27.02,
  "first_global_vias": 4932,
  "critPathArrivalTime_ns": 8.60,
  "hold_class": "in -> out",
  "dr.pass1.iters": 5,
  "topCombFamilyByArea": "AND-OR/OR-AND gates",
  "drtAntennaViolNets": 0,
  "syn_avg_cell_area_um2": 6.893,
  "place_area_um2": 6213,
  "finalSetupViolations": 0,
  "wl_met2_mm": 6.806,
  "totalWireLength_mm": 15.10
}
==> metal layers <==
layer  track usage (%)  vias up
met5                 0        -
met3             1.913       33
met1             38.23     2443
met2             49.52      162
li1                  -     2801
met4             9.642        0
==> worst paths after layout <==
kind / cells after the start / endpoint
max: 18 / Zero
min: 4 / Result[5]
==> logic make-up after synthesis <==
kind of cell | count (synthesis)
adder cells (fa/ha/maj) | 104
AND/OR/NAND/NOR | 188
AND-OR/OR-AND | 218
buffers and inverters | 137
multiplexers | 46
XOR/XNOR | 52
==> worst max-delay path: cells and delay by family <==
kind | cells | cell delay, ns
AND-OR/OR-AND | 6 | 1.57
XOR/XNOR | 1 | 0.19
adder cells (fa/ha/maj) | 1 | 0.33
buffers and inverters | 2 | 1.03
AND/OR/NAND/NOR | 8 | 2.27
==> stage by stage <==
stage	worst slack (ns)	cells	hold WS (ns)
5_1_grt	3.828	951	7.672
2_1_floorplan	5.291	745	6.716
3_3_place_gp	4.288	951	7.540
6_report	4.277	951	7.583
4_1_cts	4.205	951	7.555
3_5_place_dp	4.237	951	7.543
==> power by group <==
part,switching [W],total [W],internal [W]
clock,0,0,0
combinational,0.000131,0.000241,0.000111
sequential,0,0,0
total,0.000131,0.000241,0.000111
==> cell type report <==
type	count	area, um^2	area share (%)
multi-input combinational	608	4611	74.20
timing repair buffer	108	1054	16.96
inverter	102	382.9	6.162
tap	133	166.4	2.678
==> cells in the final DEF (no fill, tap or decap), drive strengths merged, types with 10 or more instances in the layout <==
cell type      netlist  final
a21oi               41     41
clkdlybuf4s50        0     99
ha                 103    103
inv                101    101
mux2i               44     44
nand2               63     63
nand3               17     17
nand4               10     10
nor2                37     37
nor2b               21     21
nor3                11     11
o211ai              16     16
o21a                10     10
o21ai               72     72
o22ai               11     11
o31ai               21     21
xnor2               42     42
xor2                10     10
Power and IR drop assume default switching activity.
